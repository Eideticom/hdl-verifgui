==> flow/design.v <==
module add
  #(
    parameter IN_WL = 15,   
    parameter OUT_WL = 16  
    )
  (
    input wire rstb,  
    input wire clk,
    input wire [IN_WL-1:0] a,      
    input wire [IN_WL-1:0] b,      
    output logic [OUT_WL-1:0] r    
  );
  always_ff@(posedge clk) begin: main_ff
    if(rstb == 1'b0)
      r <= '0;
    else begin
      r <= {a[IN_WL-1], a} + {b[IN_WL-1], b};
    end
  end: main_ff
endmodule: add
==> flow/run.sh <==
#!/bin/bash
# OpenROAD 26Q1-2900-gdf79404cd8, Yosys 0.63+post, stock flow scripts
make -C /OpenROAD-flow-scripts/flow DESIGN_CONFIG=/design/flow/config.mk WORK_HOME=/design/flow/orfs finish
==> flow/config.mk <==
export PLATFORM = sky130hd
export DESIGN_NAME = add
export DESIGN_NICKNAME = add
export VERILOG_FILES = /design/flow/design.v
export SDC_FILE = /design/flow/constraint.sdc
export NUM_CORES = 4
export LEC_CHECK = 1
export CORE_AREA = 10 10 78 78
export DIE_AREA = 0 0 88 88
==> flow/constraint.sdc <==
current_design add

set clk_period 12.1
set clk_io_pct 0.2

create_clock -name clk0 -period $clk_period [get_ports {clk}]

set non_clock_inputs [all_inputs -no_clocks]
set_input_delay [expr $clk_period * $clk_io_pct] -clock clk0 $non_clock_inputs
set_output_delay [expr $clk_period * $clk_io_pct] -clock clk0 [all_outputs]
==> notes.md <==
run metrics: Rows=24, most instantiated logic cells after routing=47 x clkdlybuf4s50_1, 16 x dfxtp_1, 15 x ha_1, Cell Type Count=37, Tcrit/Tclk final=0.363, # IOs=48, Largest register FFs=16, antenna violations before repair=0, CP Cell Sequence=clkdlybuf4s50_1, ha_1, fa_1, a21oi_1, o211ai_1, a31o_2, a31oi_1, mux2i_1, total die area=7740 µm², hold-critical path depth=3, EDFF count, synth=0, CTS tree=done, worst endpoint data arrival time=4560 ps, Clock Tree Root=clkbuf_8, wire length per cell=13.0 µm, peak supply drop=0.0323 mV, placed cell area=1650 µm², Resize count post-CTS=0, crit-path max FO=3, total core area=4410 µm², Die Span Y=88 µm, Worst Hold Class=input port to flop, max-cap violations=0, CP Launch Type=input port, # diodes=0, Final Hold Slack=2890 ps, final setup margin=7710 ps, Die Width=88 µm, Sink Count=16, Via density=4.50, Min Clock Period, post-route=4390 ps, Crit Path Class=input port to flop, number of global-route vias before repair=1,028, Final Non-Filler Cells=228, drt drc=0, Worst EP required=12,280 ps, Synth Warn #=1, length of routed met3 wiring=202 µm, status=completed, Yosys reg bits=16, Cell Area, Synth=1120 µm², yosys adder share=0.186, stage-log warning count=25, setup TNS=0 ps, Post-Syn Instances=127, Yosys Instances=127, mux cell area share after synthesis=0.0358, CP peak stage delay=410 ps, Max Fclk=228 MHz, gpl congestion=0.840, H-tree Lvls=1, endpoint class of the critical path=flop, remaining antenna violation count after routing=0, Net Sw Frac=0.271, biggest regs=r (16), Post-Synth XOR/XNOR Area=0.0470, Init Core Util=0.253, Slew HR=0.621, I/O Buffers=47, Pint=119 µW, Gate power share=0.380, RSZ-0062 raised after global routing=false, syn avg cell area=8.80 µm², initial DRC count=51, Metal-1 WL=1370 µm, global-route wire length before repair=4570 µm, simple-gate share of the synthesized area=0.202, WL met2=1350 µm, TritonCTS buffer count=3, sequential cell area=320 µm², Commonest flop=dfxtp_1, main logic family after synthesis=AND-OR/OR-AND gates, detailed placer's ending HPWL=2520 µm, chip area line of the yosys report=1120 µm², final instance area=1690 µm², Top cell excl fill/tap=clkdlybuf4s50_1, yosys aoi share=0.223, # fillers=449, first drt pass iteration count=4, GRT Util Overall=0.0709, clock slew at reported path FFs=60 ps, Top Metal Used=met4, Seq share, synth=0.287, Hold Startpoint=b[0], Setup Viol. Count Final=0, Pwr Density=96.3 nW/µm², final wirelength=2960 µm, Clk network pwr share=0.244, Most flops, register=r, Slowest-stage cell, CP=clkdlybuf4s50_1, Seq pwr share=0.376, Synth async-reset ratio=0, Min-Delay Endpoint=r[0], switching power=44.1 µW, Clock Tree Buf Depth=2, pre-CTS setup slack=7450 ps, area grow syn2layout=51.3%, grt ovf=0, largest net degree at the start of global routing=16, share of layout cells above drive strength 1=0.0682, Post-CTS Repair Setup Buffers=0, Worst Max-Slew Pin Slew=567 ps, Pleak=0.000704 µW, logic area=774 µm², max-slew violation count=0, via count=1,027, CTS Hold Bufs=0, Hold Fails Final Rpt=0, Cells after DPL=225
[synthesized netlist by cell type, types with 2 or more instances]
cell | instances | area [µm²]
a31oi_1 | 3 | 18.8
o21ai_0 | 5 | 25.0
mux2i_1 | 4 | 40.0
nand2b_1 | 5 | 31.3
a21o_1 | 2 | 15.0
ha_1 | 15 | 188
and2_1 | 2 | 12.5
nor2_1 | 12 | 45.0
a211oi_1 | 2 | 15.0
a21oi_2 | 2 | 17.5
xnor2_1 | 3 | 26.3
a21oi_1 | 11 | 55.1
dfxtp_1 | 16 | 320
nor2b_1 | 2 | 12.5
xor2_1 | 3 | 26.3
o21bai_1 | 2 | 15.0
inv_1 | 5 | 18.8
nand2_1 | 9 | 33.8
nand3_1 | 4 | 20.0
o21a_1 | 3 | 22.5
[critical path, delay by kind of cell]
kind	cells	cell delay (ps)
compound gates	4	910
fa+ha+maj	2	640
buf+inv	1	410
mux	1	200
[metrics by stage]
stage               total power (µW)   util
global placement                 125  0.374
CTS                              165  0.383
detailed placement               125  0.374
global route                     173  0.383
floorplan                       93.6      -
finish                           163  0.383
[worst max-delay path by stage]
stage | slack (ps) | startpoint | to
5_1_grt | 7510 | a[0] | r[12]
6_report | 7710 | a[0] | r[12]
4_1_cts | 7690 | a[0] | r[12]
[metal layers]
layer	GRT usage	vias up
li1	-	558
met1	0.0935	441
met2	0.118	26
met3	0.0150	2
met4	0.0116	0
met5	0	-
[layout make-up]
class                      instances  share of cell area
clock buffer                       3              0.0244
inverter                           5              0.0111
multi-input combinational        105               0.458
sequential                        16               0.189
tap                               52              0.0385
timing repair buffer              47               0.278
[power groups by stage]
stage | clock network (µW) | registers (µW) | logic [µW]
finish | 39.8 | 61.2 | 61.8
global route | 42.6 | 61.8 | 69.1
CTS | 41.1 | 61.2 | 62.9
[cell families (layout without fill, tap and decap cells)]
logic type	Yosys count	count (layout)
fa+ha+maj	16	16
xor+xnor	6	6
simple gates	43	43
compound gates	36	36
mux	4	4
buf+inv	6	55
flops	16	16
Power and IR drop assume default switching activity.
