<file path="flow/config.mk">
export PLATFORM = sky130hd
export DESIGN_NAME = div
export DESIGN_NICKNAME = div
export VERILOG_FILES = /design/flow/design.v
export SDC_FILE = /design/flow/constraint.sdc
export NUM_CORES = 4
export LEC_CHECK = 1
export CORE_AREA = 10 10 95 95
export DIE_AREA = 0 0 105 105
</file>
<file path="flow/constraint.sdc">
current_design div

set clk_period 3.9
set clk_io_pct 0.2

create_clock -name clk0 -period $clk_period [get_ports {clk}]

set non_clock_inputs [all_inputs -no_clocks]
set_input_delay [expr $clk_period * $clk_io_pct] -clock clk0 $non_clock_inputs
set_output_delay [expr $clk_period * $clk_io_pct] -clock clk0 [all_outputs]
</file>
<file path="flow/design.v">
module div
  #(
    parameter IN_WL = 15,   
    parameter OUT_WL = 16  
    )
  (
    input wire rstb,  
    input wire clk,
    input wire [IN_WL-1:0] a,      
    input wire [IN_WL-1:0] b,      
    output logic [OUT_WL-1:0] r    
  );
  always_ff@(posedge clk) begin: main_ff
    if(rstb == 1'b0)
      r <= '0;
    else begin
      r <= a >> b;
    end
  end: main_ff
endmodule: div
</file>
<file path="flow/run.sh">
#!/bin/bash
# OpenROAD 26Q1-2900-gdf79404cd8, Yosys 0.63+post, stock flow scripts
make -C /OpenROAD-flow-scripts/flow DESIGN_CONFIG=/design/flow/config.mk WORK_HOME=/design/flow/orfs finish
</file>
==> notes.md <==
yosys + openroad results -> run status finished, final reports clean, Flops after synth 15, worst slack, placed 989.5 ps, maximum fanout along the worst path 16, Layout fillers 747, gpl congestion 0.8626, synthesized area 1033 µm², total routed wirelength 3.218 mm, tool warnings 25, max reg flops 15, ys cells 112, pin count of the biggest net entering global routing 22, post-CTS sizing 0, hold_ws 1303 ps, DR vias 995, fraction of registers with async set/reset 0%, Crit. End Element register, initial DRC count 61, drt pass-1 iters 4, Setup CP Type in2reg, Post-synth EDFFs 0, cts hold-fix bufs 0, vias in the first global route 1078, Total GRT Usage 5.744%, Pre-Place Util 14.96%, worst setup path end r[4], gate count of the mapped netlist 112, drc violations 0, Synth Seq Share 29.06%, Detail Route Antenna Nets 0, crit share post-route 69.35%, Required @ worst endpoint 4070 ps, Die W 105 µm, Static Leak 0.5504 nW, Die ar. 11030 µm², largest registers r: 15 flops, # port buffers 46, slew margin rel. 51.69%, Worst-path clk slew 60 ps, via/cell ratio 3.996, setup_tns 0 ps, number of hold violations in the final report 0, # IOs 48, RSZ-0062 raised after global routing no, top cells by area dfxtp_1 (29%), mux2i_1 (11%), mux2_2 (7.6%), core area 6907 µm², fmax 369.8 MHz, Layout Utilization 23.15%, Critical Path AT 2880 ps, root buffer cell clkbuf_8, setup violators final 0, first-pass GRT wire length 5.271 mm, area delta synth->final 54.72%, total power 0.3746 mW, H-tree depth 1, total CTS buffers 3, CP Launch Type input port, clk sinks 15, Worst-Margin Slew 722.4 ps, VDD IR-drop max 0.1127 mV, final worst slack 1196 ps, TritonCTS clock tree done, Synth Flop Type dfxtp_1, post-CTS setup repair buffer count 0, Avg Inst Size Synth 9.228 µm², Chip Area, Yosys 1033 µm², cell type with the largest total area dfxtp_1, HPWL after DPL 2.713 mm, Yosys Warn Count 1, Final Max Tran Viols 0, DIE HEIGHT 105 µm, Reg with most FFs r, Rows 30, MaxCap Viol Count 0, initial antenna violation count 0, Yosys cell types 40, post-layout min period 2704 ps, Hold Path Class in2reg, layout cells sized above 1 14.38%, CTS max path bufs 2, Crit. Startpoint b[0], power density over cell area 234.3 nW/µm², ANT cells 0, Max-area cell share 29.06%, grt ovf 0, Routed WL per cell 12.92 µm
-- area by class of cell --
cell class / instances / area [µm²] / area share, %
inverters: 1 / 3.754 / 0.2347
well taps: 96 / 120.1 / 7.512
multi-input cells: 85 / 653.1 / 40.85
clock buffers: 3 / 41.29 / 2.582
clock inverters: 1 / 5.005 / 0.3130
repair buffers: 48 / 475.5 / 29.73
flip-flops and latches: 15 / 300.3 / 18.78
-- cells in the mapped netlist, drive strengths merged (3+ instances only) --
library cell and instances:
or3 3, o22ai 6, nand2 7, nor2 10, nand2b 4, or2 3
a21oi 6, mux2 7, buf 8, dfxtp 15, nor3 3, mux2i 11
clkbuf 3, mux4 3
-- worst min-delay path by stage --
stage | start | end | slack (ps) | cells past startpoint
after CTS | b[11] | r[4] | 1310 | 4
final | b[11] | r[4] | 1300 | 4
after global routing | b[13] | r[4] | 1330 | 4
-- where the power goes --
part | internal, mW | switching [mW]
combinational | 0.0587 | 0.0436
sequential | 0.153 | 0.00000479
clock | 0.0705 | 0.0486
total | 0.282 | 0.0921
-- through the flow --
step	area (µm²)	instances
CTS	1599	249
finish	1599	249
global placement	1553	245
detailed placement	1553	245
floorplan	1033	112
global route	1599	249
-- layer usage --
| metal | part of all wire [%] | up-vias | GRT usage [%] | routed length [µm] |
|---|---|---|---|---|
| met2 | 50 | 38 | 10.41 | 1609 |
| met4 | 0 | 0 | 0.1961 | 0 |
| met1 | 40 | 463 | 6.194 | 1287 |
| met3 | 9.9 | 0 | 2.795 | 320 |
| li1 | - | 494 | - | - |
| met5 | 0 | - | 0 | 0 |
-- cells by family (layout without fill, tap and decap cells) --
group	after synthesis	count (layout)	synth area share, %
AOI/OAI and AO/OA	21	21	15.26
other	1	1	0.3628
muxes	21	21	24.82
and+or+nand+nor	42	42	22.76
DFF	15	15	29.06
buffers and inverters	12	53	7.748
-- worst max-delay path, stage by stage --
cell and delay [ps]:
clkdlybuf4s50_1 940, mux2i_1 280, mux4_2 530, or2_1 240, a21oi_2 110
-- cell usage in the layout, fill, tap and decap left out --
cell type / count
a31oi_1: 1
buf_4: 2
inv_1: 1
a2111oi_2: 1
o22ai_1: 6
dfxtp_1: 15
mux2_2: 7
or4_1: 1
or2_1: 3
a211o_1: 1
nand3_2: 1
nand4b_1: 1
and3_1: 1
a211oi_2: 1
nand3b_1: 1
a21oi_2: 1
clkdlybuf4s50_1: 46
nand2_1: 7
and2_1: 1
nor4_1: 2
o21ba_2: 1
nor2b_1: 2
a21oi_1: 5
nand2b_1: 4
clkbuf_8: 3
nor3b_1: 1
a311oi_1: 1
nor2_1: 10
a211oi_1: 1
nor3_1: 3
o22a_1: 1
a221oi_1: 1
conb_1: 1
mux2i_1: 11
clkinv_2: 1
or3_1: 3
nor4b_2: 1
mux4_2: 3
Power is estimated from default activity; no workload was simulated.
