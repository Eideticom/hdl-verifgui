--- ./config.mk ---
export PLATFORM = sky130hd
export DESIGN_NAME = mult
export DESIGN_NICKNAME = mult
export VERILOG_FILES = /design/flow/design.v
export SDC_FILE = /design/flow/constraint.sdc
export NUM_CORES = 4
export LEC_CHECK = 1
export CORE_UTILIZATION = 40
--- ./constraint.sdc ---
current_design mult

set clk_period 7.7
set clk_io_pct 0.2

create_clock -name clk0 -period $clk_period [get_ports {clk}]

set non_clock_inputs [all_inputs -no_clocks]
set_input_delay [expr $clk_period * $clk_io_pct] -clock clk0 $non_clock_inputs
set_output_delay [expr $clk_period * $clk_io_pct] -clock clk0 [all_outputs]
--- ./design.v ---
module mult
  #(
    parameter IN_WL = 15,   
    parameter OUT_WL = 16  
    )
  (
    input wire rstb,  
    input wire clk,
    input wire [IN_WL-1:0] a,      
    input wire [IN_WL-1:0] b,      
    output logic [OUT_WL-1:0] r    
  );
  logic [2*IN_WL-1:0] mult_r;
  assign r = mult_r[OUT_WL-1:0];
  always_ff@(posedge clk) begin: main_ff
    if(rstb == 1'b0)
      mult_r <= '0;
    else begin
      mult_r <= a*b;
    end
  end: main_ff
endmodule: mult
--- ./run.sh ---
#!/bin/bash
# OpenROAD 26Q1-2900-gdf79404cd8, Yosys 0.63+post, stock flow scripts
make -C /OpenROAD-flow-scripts/flow DESIGN_CONFIG=/design/flow/config.mk WORK_HOME=/design/flow/orfs finish
==> reports/qor.csv <==
metric,value,unit
powerDensity,358,mW/mm^2
gp_congestion,0.883,
top_layer_used,met4,
min_to,mult_r[3],
swShare,47.2,%
ys_chip_area,0.00420,mm^2
grt.total_usage,18.5,%
status,completed,
finalCriticalPeriod,6790,ps
finalSetupViolCount,0,
syn_inst,465,
netlist_area,0.00420,mm^2
antenna_found_initial,0,
dpl_cell_area,0.00480,mm^2
final_core_util,47.5,%
numPortBuffers,47,
cts_root_buffer,clkbuf_8,
grt_setup_unrepaired,no,
cp_max_fo,10,
slew_headroom,64.8,%
initial_utilization,41.0,%
min_path_type,in -> reg,
grt_pass1_wl,15200,um
row_count,37,
grt_pass1_vias,3173,
core_area,0.0102,mm^2
drive_above_1_share,2.18,%
finalClockPeriodUsage,88.1,%
die_h,104,um
synth-edff-count,0,
slew_viol_final,0,
pwr-share-clk,4.2,%
final_area,0.00485,mm^2
drt_iter0_drc,131,
die_w,104,um
cts_tree,done,
cts.repair.resized,0,
finalPower,1.74,mW
die_area,0.0109,mm^2
wirelength,8630,um
hold_viol,0,
worstMarginPinSlew,526,ps
cap_violations,0,
critPathKind,in -> reg,
area_leaders,"fa_1, ha_1, and2_1",
fmax,147,MHz
fin_tns_setup,0,ps
htreeDepth,1,
synth.most_common_cell,inv_1,
hold_slack,2050,ps
area_delta_synth_final,15.7,%
yosysCellCount,465,
async_reset_ff_share,0,%
post_cts_buffers,0,
clock_sinks,16,
min_path_cells,2,
vias_per_cell,4.60,
grt_overflow,0,
largest_reg_flops,16,
firstDrtPassIters,4,
yosys_register_bits,16,
ff_type,dfxtp_1,
yosys_warnings,1,
num_vias,2943,
power.share.sequential,7.2,%
cp.arrival,6920,ps
top_cells_by_count,"inv_1, fa_1, and2_1",
dr_wl_met3,381,um
vdd_drop_max,0.225,mV
yosysUniqueCellTypes,28,
warning_count,25,
antenna_cells,0,
yosysTopAreaCell,fa_1,
drcViolationCount,0,
wire_per_inst,13.5,um
syn_area_per_cell,9.02,um^2
largest-register,mult_r,
cp-end-kind,flop,
power.switching,820,uW
ant_nets,0,
top_area_share,38.7,%
power_frac_comb,88.6,%
dp_hpwl,7330,um
clkTransAtPathRegs,60,ps
cp_data_required_time,7830,ps
grt_max_degree,16,
min_from,rstb,
numCtsBuffers,3,
start_kind,input pin,
hold_buffers,0,
ctsLongestPathBuffers,2,
yosysSeqAreaShare,7.63,%
leakagePower,2.32,nW
ios,48,
wl_met2,4210,um
p_int,916,uW
reg_top3,mult_r: 16 flops,
wl_met1,3880,um
==> layer usage <==
layer | GRT usage [%] | vias to the layer above
met1 | 26.8 | 1410
li1 | - | 1449
met3 | 2.88 | 13
met2 | 31.4 | 71
met5 | 0 | -
met4 | 2.55 | 0
==> cell type report <==
type	count	area, um^2
Tap cell	136	170
Inverter	90	338
Fill cell	961	5380
Clock buffer	4	55.1
Sequential cell	16	320
Timing Repair Buffer	50	493
Multi-Input combinational cell	344	3480
==> cell families (layout without fill, tap and decap cells) <==
group           count (synthesis)  after routing  synth area share [%]
simple gates                  161            161                  19.3
fa+ha+maj                     124            124                  51.5
buf+inv                       105            144                  9.45
xor+xnor                       35             35                  7.81
compound gates                 24             24                  4.29
flops                          16             16                  7.64
==> worst max path at each step <==
stage | from | endpoint | slack (ps) | depth (start not counted)
6_report | b[6] | mult_r[15] | 910 | 17
5_1_grt | b[6] | mult_r[15] | 680 | 17
4_1_cts | b[6] | mult_r[15] | 930 | 17
==> placed cells by master (no fill, tap or decap), types with 2 or more instances in the layout <==
master,Yosys,layout
and3_1,2,2
inv_1,89,89
o21ai_0,4,4
dfxtp_1,16,16
a21o_1,5,5
o21a_1,2,2
fa_1,81,81
nand2b_1,2,2
clkdlybuf4s50_1,0,47
clkbuf_8,0,4
xor2_1,10,10
xnor2_1,23,23
nand2_1,65,65
buf_4,0,3
and2_1,76,76
nor2_1,13,13
ha_1,43,43
o31ai_2,2,2
a21oi_1,8,8
==> worst max-delay path, stage by stage <==
cell and delay [ps]:
clkdlybuf4s50_1 750, nand2_1 150, fa_1 530, fa_1 540, inv_1 50, fa_1 520
inv_1 50, fa_1 500, fa_1 520, fa_1 440, xnor2_1 140, xnor2_1 190
xnor2_1 160, xnor2_1 140, xnor3_1 470, xnor2_1 160, nor2_1 50
==> power by group through the flow <==
stage	Sequential, mW	Combinational [mW]	Clock (mW)
after CTS	0.126	1.57	0.0767
after global routing	0.127	1.77	0.0793
final	0.125	1.54	0.0735
==> through the flow <==
step                      std cells  worst slack, ps
after floorplan                 465             1420
after global placement          636              696
after detailed placement        636              658
after CTS                       640              926
after global routing            640              678
final                           640              915
No activity file was given, so power comes from the tool's default toggle rates.
